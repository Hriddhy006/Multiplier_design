==> config.mk <==
export PLATFORM = sky130hd
export DESIGN_NAME = MULT_FSM
export DESIGN_NICKNAME = MULT_FSM
export VERILOG_FILES = /design/flow/design.v
export SDC_FILE = /design/flow/constraint.sdc
export NUM_CORES = 4
export LEC_CHECK = 1
export CORE_AREA = 10 10 70 70
export DIE_AREA = 0 0 80 80
export SYNTH_HDL_FRONTEND = slang
==> constraint.sdc <==
current_design MULT_FSM

set clk_period 1.9
set clk_io_pct 0.2

create_clock -name clk0 -period $clk_period [get_ports {SYS_CLOCK}]

set non_clock_inputs [all_inputs -no_clocks]
set_input_delay [expr $clk_period * $clk_io_pct] -clock clk0 $non_clock_inputs
set_output_delay [expr $clk_period * $clk_io_pct] -clock clk0 [all_outputs]
==> design.v <==
`timescale 1ns/1ps
package MULT_PKG;
    parameter MULTIPLICAND_WIDTH = 3;
    parameter MULTIPLIER_WIDTH = 3;
    localparam PRODUCT_WIDTH = MULTIPLICAND_WIDTH + MULTIPLIER_WIDTH;  
    parameter NO_OF_STATE = 4;  
    localparam STATE_REG_WIDTH = $clog2(NO_OF_STATE); 
endpackage : MULT_PKG
extern module MULT_FSM (
    input logic SYS_CLOCK, FSM_ARESET, GO,
    input logic [2:0] A, B,
    input logic R2_LT_B,
    output logic MUX_IN1_CONT, ALU_CONT, SCLR, INC,
    output logic LOAD_A_REG, LOAD_B_REG, LOAD_R1_REG, LOAD_F_REG,
    output logic START
);
module MULT_FSM (.*);	 
    logic [1 : 0] P_STATE, N_STATE;	
    always_comb begin : NEXT_STATE_LOGIC	
        case (P_STATE)
            2'b00: N_STATE = (GO) ? ((A==0 || B==0) ? 2'b10 : 2'b01) : 2'b00;
            2'b01: N_STATE = (R2_LT_B) ? 2'b01 : 2'b10;
            2'b10: N_STATE = 2'b00;
            default: N_STATE = 2'b00;
        endcase
    end
    always_comb begin: OUTPUT_LOGIC
        {LOAD_R1_REG, ALU_CONT, LOAD_A_REG, LOAD_B_REG, MUX_IN1_CONT, LOAD_F_REG, SCLR, INC, START} = '0;
        case (P_STATE)
            2'b00: begin
                START = 1;
                if (GO) begin
                    {LOAD_A_REG, LOAD_B_REG, SCLR, ALU_CONT, LOAD_R1_REG} = 5'b11111;
                end
            end
            2'b01: begin
                {ALU_CONT, LOAD_R1_REG, MUX_IN1_CONT, INC} = 4'b0101;
            end 
            2'b10: LOAD_F_REG = 1;
        endcase	   
    end
    always_ff @ (posedge SYS_CLOCK, posedge FSM_ARESET) begin
        if (FSM_ARESET) P_STATE <= 2'b00;
        else P_STATE <= N_STATE;
    end
endmodule
==> run.sh <==
#!/bin/bash
# OpenROAD 26Q1-2900-gdf79404cd8, Yosys 0.63+post, stock flow scripts
make -C /OpenROAD-flow-scripts/flow DESIGN_CONFIG=/design/flow/config.mk WORK_HOME=/design/flow/orfs finish
==> deck_impl_summary.md <==
Key Metrics from the Run

Global routing
  – First-pass GRT wire length: about 980 um
  – Tot GR Track Use: 0.0206
  – Largest net degree at the start of global routing: 5
  – Vias in the first global route: between 200 and 250
  – Congestion Overflow GR: 0
  – Initial antenna violation count: 0

Synthesis
  – Synth cell count leaders: buf_4 (4), inv_1 (3), dfrtp_1 (2), nor3_2 (2), o21ai_0 (2)
  – Post-synth seq share: 0.415
  – Post-synth regs: 3
  – Netlist Area Pre-Place: 184 um2
  – Count of cell types in the netlist: 12
  – Synth area leader: dfrtp_1
  – Max-area cell share: 0.272
  – Post-synth EDFFs: 0
  – Mapped Cells: 20
  – Yosys cell count: 20
  – Syn avg cell area: around 9 um2
  – Dominant flop cell: dfrtp_1
  – Synth warn: 0
  – Synthesis area per yosys: approximately 180 um2
  – Fraction of registers with async set/reset: 1.00
  – Cell area leaders: dfrtp_1 (27%), buf_4 (16%), dfstp_2 (14%)
  – Most common cell in the netlist: buf_4

Critical path
  – WS Path Type: register to output port
  – Crit path cell chain: and2_4 > buf_12 > clkdlybuf4s50_1
  – WP data required: ~1.5 ns
  – Nature of the critical path startpoint: register
  – Largest fanout on the critical path: 4
  – CP max stage cell: dfstp_2
  – Setup crit end kind: output port
  – WP data arrival: approximately 1.5 ns
  – Max incr delay on CP: between 0.5 and 0.6 ns

Timing
  – Skew final: 0.000778 ns
  – Tcrit/Tclk final: 0.969
  – Setup violations, final: 0
  – Worst Slack Setup Final: between 0.05 and 0.06 ns
  – Slew Limit Fails: 0
  – Fmax: ~540 MHz
  – Final hold vios: 0
  – Final min period: ~1.8 ns
  – Hold_ws: about 0.32 ns
  – RSZ-0062 raised after global routing: false

Routing
  – # DRC: 0
  – Antenna cells: 0
  – Post-DR vias/cell: around 2.3
  – Initial DRC Count: 9
  – Routed length per instance: about 8 um
  – WL final: 679 um
  – DR vias: approximately 200
  – Final ANT Viol Nets: 0
  – Drt pass-1 iters: 2

Floorplan
  – Placeable Area: 3420 um2
  – Row count: 21
  – Fp util: 0.0538
  – Die Width: 80 um
  – Chip height: 80 um
  – Top Ports: 19
  – Die area: around 6400 um2

Final layout
  – Largest Register: P_STATE
  – Flop area: 76.3 um2
  – Area grow syn2layout: 146%
  – Regs by FF count: P_STATE x3
  – Fraction of layout cells with a size suffix above 1: 0.268
  – Largest register FFs: 3
  – FILL cells: approximately 410
  – Logic cell area: 68.8 um2

Clocking
  – Reg clk slew, reported paths: around 0.040 ns
  – Root Driver: clkbuf_4
  – Bufs on Longest Clock Path: 2
  – CTS buffer count: 3
  – Htree depth: 1
  – Clock Latency Late Sink: 0.23 ns
  – TritonCTS Sinks: 3
  – CTS tree: built

Place
  – Place WS: -0.186 ns
  – HPWL Detailed: between 500 and 600 um
  – Buffers on Ports: 17
  – Final Wtd Congestion: around 0.74

Run
  – Log Warnings: 25
  – MaxCap Viol Count: 0

Power and ir drop
  – Power per Cell Area: just under 700 nW/um2
  – Leakage power: between 0.2 and 0.25 nW
  – Comb pwr share: 0.355
  – Switching pwr: between 0.00006 and 0.00007 W
  – Max IR drop VDD: roughly 0.22 mV
  – Power share of the sequential group: 0.278
  – Int Power: between 0.0002 and 0.00025 W
  – Clock share of power: 0.367
  – Sw frac: 0.219

Hold path
  – Hold Crit Class: input pin to async pin

Outcome
  – Status: finished clean
[logic make-up (layout without fill, tap and decap cells)]
family          count (synthesis)  in the layout  share of synthesized area
buf+inv                         7             28                      0.224
simple gates                    5              5                      0.197
compound gates                  4              4                      0.143
flops                           3              3                      0.415
other cells                     1              1                     0.0204
[final cells by class]
type                    count  share of cell area
well taps                  46               0.127
clock buffers               4              0.0580
flip-flops and latches      3               0.169
inverters                   3              0.0249
repair buffers             21               0.470
multi-input cells          10               0.152
[path summary, 6_finish.rpt]
check | startpoint | cells past startpoint | slack (ns) | to
max | P_STATE[0] | 3 | 0.06 | LOAD_B_REG
min | FSM_ARESET | 2 | 0.32 | P_STATE[2]
max reg2reg | P_STATE[0] | 5 | 0.78 | P_STATE[1]
min reg2reg | P_STATE[1] | 1 | 0.46 | P_STATE[0]
max in group asynchronous | FSM_ARESET | 2 | 1.37 | P_STATE[0]
min in group clk0 | P_STATE[1] | 1 | 0.46 | P_STATE[0]
[per-stage QoR]
step	cell area (um2)	TNS [ns]	utilization	instances	power [W]
final	453	0	0.133	87	0.000308
after global routing	453	0	0.133	87	0.000332
after CTS	443	0	0.130	86	0.000312
after detailed placement	409	-0.785	0.120	81	0.000192
after global placement	409	-0.641	0.120	81	0.000191
after floorplan	184	0	-	20	0.000110
[power by group through the flow]
stage / combinational (W) / clock (W) / sequential [W]
CTS: 0.000106 / 0.000119 / 0.0000867
global route: 0.000119 / 0.000126 / 0.0000875
finish: 0.000109 / 0.000113 / 0.0000858
[critical path: cells and delay by family (launching register included)]
family | cells | cell delay (ns)
buffers and inverters | 2 | 0.54
AND/OR/NAND/NOR | 1 | 0.16
flip-flops | 1 | 0.53
[metal layers]
layer | wire, um | track usage | vias to the layer above | part of all wire
met5 | 0 | 0 | - | 0
met4 | 0 | 0.00176 | 0 | 0
met3 | 162 | 0.0261 | 0 | 0.24
met2 | 168 | 0.0201 | 20 | 0.25
met1 | 349 | 0.0266 | 82 | 0.51
li1 | - | - | 99 | -
[layout by cell type, fill, tap and decap left out, drive strengths merged]
master         instances
dfstp                  1
clkbuf                 4
and2                   1
nor3                   2
a21o                   1
inv                    3
or2                    1
a22o                   1
nor2                   1
clkdlybuf4s50         14
dlymetal6s2s           1
buf                    4
conb                   1
dfrtp                  2
o21ai                  2
dlygate4sd2            2
[repair_timing]
item / CTS / global route
hold buffers: 0 / 0
buffers inserted: 1 / 1
gates resized: 4 / 1
setup endpoints to repair: 5 / 2
pin swaps: 1 / 0
No activity file was given, so power comes from the tool's default toggle rates.
